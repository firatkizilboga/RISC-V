File: ./run.sh
#!/bin/bash
# OpenROAD 26Q1-2900-gdf79404cd8, Yosys 0.63+post, stock flow scripts
make -C /OpenROAD-flow-scripts/flow DESIGN_CONFIG=/design/flow/config.mk WORK_HOME=/design/flow/orfs finish
File: ./constraint.sdc
current_design PCINC

set clk_period 7.2
set clk_io_pct 0.2

create_clock -name clk0 -period $clk_period [get_ports {clock}]

set non_clock_inputs [all_inputs -no_clocks]
set_input_delay [expr $clk_period * $clk_io_pct] -clock clk0 $non_clock_inputs
set_output_delay [expr $clk_period * $clk_io_pct] -clock clk0 [all_outputs]
File: ./design.v
module PCINC (
    input wire clock,
    input wire [31:0] PC,
    output reg [31:0] out
);
  always @(negedge clock) begin
    out = PC + 32'd4;
  end
endmodule
module ALU (
    input  wire        clock,
    input  wire [ 2:0] opcode,
    input  wire [31:0] op_0,
    input  wire [31:0] op_1,
    output reg  [31:0] out,
    output reg         ZERO,
    output reg         NEGATIVE
);
  initial begin
    ZERO    = 1;
    NEGATIVE    = 0;
  end
  always @(posedge clock) begin
    case (opcode)
      3'b000: out = op_0 + op_1;
      3'b001: out = op_0 - op_1;
      3'b010: out = op_0 & op_1;
      3'b011:  out = op_0 | op_1;
      3'b100: out = op_0 ^ op_1;
      3'b101: out = op_0 << op_1[4:0];
      3'b110: out = op_0 >> op_1[4:0];
      3'b111: out = ($signed(op_0)) >>> op_1[4:0];
      default:            out = 0;
    endcase
    if (out == 0) begin
      ZERO <= 1;
    end else begin
      ZERO <= 0;
    end
    if (out[31] == 1) begin
      NEGATIVE <= 1;
    end else begin
      NEGATIVE <= 0;
    end
    $display("out: 0x%h zero: %b op_1: %b", out, ZERO, NEGATIVE);
  end
endmodule
File: ./config.mk
export PLATFORM = sky130hd
export DESIGN_NAME = PCINC
export DESIGN_NICKNAME = PCINC
export VERILOG_FILES = /design/flow/design.v
export SDC_FILE = /design/flow/constraint.sdc
export NUM_CORES = 4
export LEC_CHECK = 1
export CORE_UTILIZATION = 30
==> notes.md <==
run results: PwrDens=208 nW/µm², Reg power frac=43.8%, Filler Cell Count=between 300 and 400, timing endpoint of the critical path=out[28]$_DFF_N_, Synth Flop Type=dfxtp_1, internal power=around 0.32 mW, Post-Place Worst Slack=~340 ps, Cell Type Count=18, DRC Markers=0, switch share=27.9%, Slew headroom=between 60% and 70%, total track usage=13.8%, Die H=approximately 66 µm, Final HPWL DP=a little over 2000 µm, via density per instance=between 4 and 5, final setup margin=between 700 and 800 ps, HP Class=in2reg, Max-area cell share=52.9%, most common cell in the synthesized netlist=dfxtp_1, # Cells Yosys=~110, Yosys Chip Area=1210 µm², Post-Syn Area per Cell=roughly 11 µm², FF/Latch Area=about 640 µm², total grt overflow=0, antenna violations before repair=0, Crit Path Max Fanout=8, worst vdd ir=between 0.0001 and 0.00015 V, maximum root-to-sink buffer count=2, Seq share, synth=52.9%, Synth top cells by count=32 x dfxtp_1, 21 x xnor2_1, 10 x nand2_1, 10 x nand3_1, 9 x nand4_1, Pleak=slightly above 0.9 nW, Inserted Clock Buffers=5, CTS tree=built, Core Area=3770 µm², Clk pwr share=between 40% and 50%, Die Area=about 4300 µm², WL/cell=a little over 10 µm, Post-Syn Area=1210 µm², CTS Root Cell=clkbuf_8, number of I/O port buffers=64, Routed Antenna Nets=0, DRT Pass-1 Iters=4, initial DRC count=roughly 64, vias in the first global route=~1200, # setup viols final=0, via count=between 1000 and 1500, Resized cells post-CTS=0, max reg flops=32, share of cells above drive strength 1=around 6%, antenna diode count=0, CP cell instances=clkdlybuf4s50_1 > ha_1 > nand3_1 > nor4_4 > nand4_1 > xnor2_1, Post-synth EDFFs=0, Top area cell types=dfxtp_1 53%, xnor2_1 15%, xor2_1 5.1%, Worst setup EP type=flop, clk sink count=32, Worst Tran Pin Value=about 500 ps, number of max-cap violations=0, startpoint type of the worst setup path=primary input, number of OpenROAD warnings=around 57, Final Hold Viols=0, max-slew violation count=0, switching power=0.122 mW, slowest CP cell=clkdlybuf4s50_1, Gate Area=about 560 µm², area grow syn2layout=74.3%, RSZ-0062 raised after global routing=false, worst setup path category=in2reg, ys async rst share=0%, required time worst endpoint=3840 ps, H-tree lvl count=2, Post-CTS Setup Bufs=0, crit path from=PC[2], drt total wl=around 2700 µm, Warnings, synthesis=1, Worst-path clk slew=50 ps, I/O Pins=roughly 65, Synth area leader=dfxtp_1, Largest stage delay, worst path=roughly 520 ps, first-pass GRT wire length=about 4500 µm, Synth Instances=~110, status=complete, no violations, CTS Hold Bufs=0, # rows=22, Arr. time, crit path=between 3000 and 4000 ps, overall die width=around 66 µm, global placement routability congestion=0.815, largest net degree at the start of global routing=10, Yosys reg bits=32, combinational fraction of design power=12.3%, Initial Util=between 30% and 40%, setup TNS=0 ps
[cell families after synthesis]
| logic type | Yosys count | synth area share [%] |
|---|---|---|
| DFF | 32 | 52.9 |
| buffers and inverters | 3 | 0.931 |
| xor gates and xnor gates | 28 | 20.3 |
| and+or+nand+nor | 50 | 24.8 |
| adders and majority gates | 1 | 1.03 |
[per-stage QoR]
step | hold slack, ps | cell area, µm² | util (%) | std cells | power, mW
CTS | 5150 | 2110 | 55.9 | 265 | 0.451
global route | 5140 | 2110 | 55.9 | 265 | 0.480
finish | 5150 | 2110 | 55.9 | 265 | 0.439
global placement | 5490 | 1910 | 50.7 | 226 | 0.277
floorplan | 5070 | 1210 | - | 114 | 0.230
detailed placement | 5490 | 1910 | 50.7 | 226 | 0.277
[area by class of cell]
type	count	share of cell area, %
Sequential cell	32	30.4
Timing Repair Buffer	64	30.4
Multi-Input combinational cell	79	26.5
Clock inverter	35	6.29
Clock buffer	5	3.26
Tap cell	48	2.85
Inverter	2	0.356
[routing by layer]
metal	GRT usage (%)	vias to the layer above	share of wire, %
met4	5.98	0	0.98
met3	6.34	3	4.9
li1	-	589	-
met5	0	-	0
met2	21.5	29	50
met1	16.3	509	44
[worst min path at each step]
stage,from,to,slack [ps],cells after the start
finish,PC[0],out[0]$_DFF_N_,5150,1
global route,PC[0],out[0]$_DFF_N_,5140,1
CTS,PC[0],out[0]$_DFF_N_,5150,1
[placed cells by master (no fill, tap or decap)]
| master | netlist | final |
|---|---|---|
| nor2_1 | 7 | 7 |
| nand3_1 | 10 | 10 |
| nand2_1 | 10 | 10 |
| and2_1 | 1 | 1 |
| xnor2_1 | 21 | 21 |
| and4_2 | 1 | 1 |
| and4_1 | 1 | 1 |
| nand4_2 | 1 | 1 |
| dfxtp_1 | 32 | 32 |
| ha_1 | 1 | 1 |
| clkbuf_8 | 0 | 5 |
| clkdlybuf4s50_1 | 0 | 64 |
| xor2_1 | 7 | 7 |
| nor3_1 | 3 | 3 |
| nor4_4 | 2 | 2 |
| or2_2 | 2 | 2 |
| nand3_2 | 1 | 1 |
| inv_1 | 3 | 36 |
| nand4_1 | 9 | 9 |
| and3_1 | 2 | 2 |
| clkinvlp_2 | 0 | 1 |
[power by group through the flow]
stage	registers (mW)	clock network [mW]	logic, mW
after CTS	0.192	0.204	0.0547
after global routing	0.193	0.229	0.0585
final	0.192	0.192	0.0541
[critical path, delay by kind of cell]
| kind | cells | cell delay (ps) |
|---|---|---|
| XOR/XNOR | 1 | 160 |
| adder cells (fa/ha/maj) | 1 | 200 |
| buffers and inverters | 1 | 520 |
| AND/OR/NAND/NOR | 3 | 820 |
No activity file was given, so power comes from the tool's default toggle rates.
