===== design/flow/run.sh =====
#!/bin/bash
# OpenROAD 26Q1-2900-gdf79404cd8, Yosys 0.63+post, stock flow scripts
make -C /OpenROAD-flow-scripts/flow DESIGN_CONFIG=/design/flow/config.mk WORK_HOME=/design/flow/orfs finish

===== design/flow/config.mk =====
export PLATFORM = sky130hd
export DESIGN_NAME = Register
export DESIGN_NICKNAME = Register
export VERILOG_FILES = /design/flow/design.v
export SDC_FILE = /design/flow/constraint.sdc
export NUM_CORES = 4
export LEC_CHECK = 1
export CORE_AREA = 10 10 72 72
export DIE_AREA = 0 0 82 82

===== design/flow/constraint.sdc =====
current_design Register

set clk_period 1.0
set clk_io_pct 0.2

create_clock -name clk0 -period $clk_period [get_ports {clock}]

set non_clock_inputs [all_inputs -no_clocks]
set_input_delay [expr $clk_period * $clk_io_pct] -clock clk0 $non_clock_inputs
set_output_delay [expr $clk_period * $clk_io_pct] -clock clk0 [all_outputs]

===== design/flow/design.v =====
module Register #(
    parameter size = 32
) (
    input  wire            clock,
    input  wire [size-1:0] in,
    output reg  [size-1:0] out
);
  initial begin
    out = 32'h00000000;
  end
  always @(posedge clock) begin
    out = in;
  end
endmodule

==> impl_metrics.toml <==
# physical design summary
[run_status]
status = "complete, no violations"

[cts]
path_clk_slew_ps = 60
ctsHtreeMaxLevel = 2
cts.sinks = 32
clockRootBuffer = "clkbuf_8"
cts_tree = "done"
clockBufferDepth = 2
cts_buffers = 5

[global_routing]
grt_antenna_before_repair = 0
grt_overflow = 0
grt_pass1_vias = 548
grt_max_degree = 9
track_usage = 0.0555
grt_pass1_wl_mm = 2.77

[logic_synthesis]
ys_chip_area_um2 = 641
ys_warn_count = 1
yosysTopAreaCell = "dfxtp_1"
ys_cells = 32
synth_area_um2 = 641
synthTopCellsByArea = "dfxtp_1"
synth_seq_share = 1.00
yosysTopAreaCellShare = 1.00
synth.distinct_cells = 1
avgSynthCellArea_um2 = 20.0
synthCells = 32
ys_ff = 32

[die]
die_h_um = 82
num_io_pins = 65
die_w_um = 82
fp-utilization = 0.174
core_area_mm2 = 0.00369
row_count = 22
dieArea_mm2 = 0.00672

[pwr]
clkPwrFrac = 0.345
p_int_w = 0.00197
switchingPower_w = 0.000419
leakage_nw = 0.574
pwr-share-seq = 0.571
finalPower_w = 0.00239
power_density_mw_per_mm2 = 1730
switching_share = 0.175
p_comb_frac = 0.084
max-vdd-ir-drop_mv = 0.656

[timing]
slew_viol_final = 0
hold_viol = 0
worstMarginPinSlew_ps = 59.8
post-route-period-util = 0.953
slew_headroom = 0.960
setup_viol = 0
fin_crit_ps = 953
setup_tns_ps = 0
rsz0062_at_grt = "no"
max_freq_mhz = 1050

[routing]
wl_per_cell_um = 12.9
vias = 497
ant_nets = 0
drtIter0Drc = 4
dr.pass1.iters = 2
drt-vias-per-instance = 3.34
n_antenna_cell = 0
wl_mm = 1.93
drc = 0

[setup_path]
worstPathMaxFanout = 1
arrival_ps = 750
crit_chain = "clkdlybuf4s15_1"
startpoint = "out[30]"
crit_buf_inv = 1
worst_setup_path_start_kind = "register"
crit_path_top_delay_cell = "dfxtp_2"
end_kind = "output port"
critPathTopFamily = "flip-flops"
path_class = "reg -> out"
slowest_delay_ps = 320
cp.required_ps = 800

[placed_design]
gp_congestion = 0.763
port_buffers = 64

[final_layout]
layout-drive-gt1-share = 0.168
nMultiInputCombCells = 0
logic_area_um2 = 0
nFillCells = 366
area_growth_syn_to_layout_pct = 116
largest_reg_flops = 32

[worst_hold_path]
hp-start = "in[21]"
hold_class = "in -> reg"

[flow_run]
maxCapViolations = 0
warnings = 25
-- cell usage after synthesis --
| cell type | count |
|---|---|
| dfxtp_1 | 32 |
-- cell usage in the layout (no fill, tap or decap), drive strengths merged --
cell type      instances
clkbuf                12
clkdlybuf4s15         25
clkdlybuf4s50         32
dfxtp                 32
-- layout make-up --
| class | instances | area, um2 | area share |
|---|---|---|---|
| clock buffers | 5 | 68.8 | 0.0498 |
| flip-flops and latches | 32 | 647 | 0.468 |
| well taps | 48 | 60.1 | 0.0435 |
| repair buffers | 64 | 606 | 0.438 |
-- power groups by stage --
stage     Combinational (W)  Clock [W]  Sequential, W
6_report           0.000200   0.000825        0.00136
5_1_grt            0.000218   0.000949        0.00137
4_1_cts            0.000215   0.000873        0.00136
-- worst paths after layout --
check                      to  slack [ps]  depth (start not counted)
worst min-delay path  out[21]         360                          1
worst max-delay path  out[30]          50                          1
-- layer usage --
layer	track usage	wire, um	share of wire	up-vias
met1	0.0549	627	0.33	214
li1	-	-	-	235
met4	0.0102	20	0.010	0
met2	0.0799	861	0.45	43
met5	0	0	0	-
met3	0.0595	416	0.22	5
-- through the flow --
| step | instances | worst slack [ps] | instance area, um2 | hold WS, ps | util |
|---|---|---|---|---|---|
| finish | 149 | 46.6 | 1380 | 365 | 0.374 |
| global route | 149 | 0.132 | 1380 | 345 | 0.374 |
| CTS | 149 | 0.0704 | 1410 | 359 | 0.383 |
| detailed placement | 144 | 29.7 | 1340 | 652 | 0.364 |
| global placement | 144 | 38.1 | 1340 | 651 | 0.364 |
| floorplan | 32 | 538 | 641 | 228 | - |
-- cell families after synthesis --
| logic type | after synthesis | share of synthesized area |
|---|---|---|
| flops | 32 | 1.00 |
-- what timing repair did --
action | CTS | global route
hold endpoints to repair | 0 | 0
buffers inserted | 0 | 0
setup endpoints to repair | 32 | 10
resized | 65 | 11
hold buffers | 0 | 0
cloned | 0 | 0
No activity file was given, so power comes from the tool's default toggle rates.
