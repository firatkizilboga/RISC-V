## ./run.sh

```bash
#!/bin/bash
# OpenROAD 26Q1-2900-gdf79404cd8, Yosys 0.63+post, stock flow scripts
make -C /OpenROAD-flow-scripts/flow DESIGN_CONFIG=/design/flow/config.mk WORK_HOME=/design/flow/orfs finish
```

## ./config.mk

```make
export PLATFORM = sky130hd
export DESIGN_NAME = MUX_2IN_32DATA
export DESIGN_NICKNAME = MUX_2IN_32DATA
export VERILOG_FILES = /design/flow/design.v
export SDC_FILE = /design/flow/constraint.sdc
export NUM_CORES = 4
export LEC_CHECK = 1
export CORE_AREA = 10 10 70 70
export DIE_AREA = 0 0 80 80
```

## ./design.v

```verilog
module MUX_2IN_32DATA (
    input  wire [31:0] in_0,
    input  wire [31:0] in_1,
    input  wire        select,
    output reg  [31:0] out
);
  reg [31:0] out_reg;
  always @(*) begin
    case (select)
      0:   out   <= in_0;
      1:   out   <= in_1;
      default:    out <= 31'bZ;
    endcase
  end
endmodule
module MUX_3IN_32DATA (
    input  wire [31:0] in_0,
    input  wire [31:0] in_1,
    input  wire [31:0] in_2,
    input  wire [ 1:0] select,
    output reg  [31:0] out
);
  reg [31:0] out_reg;
  always @(*) begin
    case (select)
      2'b00:   out = in_0;
      2'b01:   out = in_1;
      2'b10:   out = in_2;
      default: out = 31'bZ;
    endcase
    $display("inside the mux3, in0 = %h in1 = %h in2 = %h, sel %b, time = %d", in_0, in_1, in_2,
             select, $time);
    $display("mux3 out: 0x%h", out);
  end
endmodule
```

## ./constraint.sdc

```tcl
current_design MUX_2IN_32DATA

set clk_period 1.0
set clk_io_pct 0.2

create_clock -name clk0 -period $clk_period

set non_clock_inputs [all_inputs -no_clocks]
set_input_delay [expr $clk_period * $clk_io_pct] -clock clk0 $non_clock_inputs
set_output_delay [expr $clk_period * $clk_io_pct] -clock clk0 [all_outputs]
```

==> flow_summary.ini <==
; generated from flow reports
[status]
status = complete, but fails checks
failed_checks = setup timing

[placement]
gp_congestion = 0.760
hpwl_um = 2400
numPortBuffers = 97
pre_cts_slack_ns = -0.497

[yosys]
mux_share = 0.869
ys_chip_area_um2 = 544
synthCells = 36
xor_share = 0
topCellsByArea = mux2_4, buf_12, mux2_2
syn-cell-area_um2 = 544
yosys.area.top_type_share = 0.828
synth.avg_cell_area_um2 = 15.1
synthAoiAreaFrac = 0
synth_cell_types = 4
common_cells = mux2_4, buf_12, mux2_2
ys_sh_simple = 0
ys_cells = 36
ys_sh_adder = 0
top_cell = mux2_4
yosysTopAreaCell = mux2_4
synth_warnings = 3
netlist_logic_family_top = multiplexers
ys_seq_share = 0

[pwr]
power_mw = 0.660
vdd_drop_max_mv = 0.173
p_leak_nw = 0.990
power.density_mw_per_mm2 = 389

[setup_path]
path_cells = buf_12, buf_12, buf_8, mux2_4, buf_6
path_common_cell = buf_12
cp_max_fo = 7
slowest_stage = mux2_4
crit_path_start = select
worstSetupPathType = in -> out
cp-end-kind = output port
crit_required_ns = 0.80
start_kind = primary input
slowest_delay_ns = 0.30
arrival_ns = 0.98

[routing]
num_vias = 730
avgViaCountPerCell = 3.80
drt_wl_total_um = 2850
antenna_cells_inserted = 0
drt_pass1_iterations = 2
dr_wl_met2_um = 1390
drt_first_iter_violations = 4
wl_met1_um = 1140
drcViolationCount = 0
ant_nets = 0
dr_wl_met3_um = 313
wl_per_cell_um = 14.8
top_layer = met3

[final_timing]
fin_crit_sh = 1.18
holdWs_ns = 0.694
rsz0062_at_grt = true
worst_pin_slew_ns = 0.0611
setup-violations-final = 32
timing.fmax_mhz = 851
drv_slew = 0
layout_min_cycle_time_ns = 1.18
hold_violations = 0
relSlewSlack = 0.959
fin_ws_ns = -0.175

[die]
die_y_um = 80
fp-row-count = 21
fp.coreArea_mm2 = 0.00342
die_w_um = 80
initCoreUtil = 0.159
chip_area_mm2 = 0.00640
num_io_pins = 97

[final_layout]
fillerInstances = 327
seq_cells = 0
drive_gt1_frac = 0.562
seq_area_um2 = 0
mi_logic_area_um2 = 480
syn_to_final_growth_pct = 212
nClkBuffers = 0

[job]
warnings = 34
drv_cap = 0

[hold_path]
hp-start = in_0[24]
min_path_type = in -> out

[grt]
grt-ovfl-total = 0
grt_start_max_net_pins = 8
grt_antenna_before_repair = 0
grt_pass1_wl_um = 4150
grt_use_total = 0.0787
grt_pass1_vias = 824

[clocking]
cts_hold_buffers = 0
[metrics by stage]
step	instances	setup TNS, ns	utilization	cell area [µm²]
floorplan	36	0	-	544
global placement	177	-15.25	0.450	1540
detailed placement	177	-15.27	0.450	1540
CTS	192	-5.20	0.470	1610
global route	192	-5.62	0.497	1700
finish	192	-5.03	0.497	1700
[cells by family after synthesis]
group	count (synthesis)
buffers and inverters	4
multiplexers	32
[final timing paths]
| kind | to | slack, ns | cells after the start |
|---|---|---|---|
| worst max-delay path | out[31] | -0.18 | 5 |
| worst min-delay path | out[24] | 0.69 | 3 |
[power breakdown]
group | leakage (nW) | internal (mW) | switching [mW] | total, mW
clock | 0 | 0 | 0 | 0
sequential | 0 | 0 | 0 | 0
combinational | 0.990 | 0.519 | 0.141 | 0.660
[worst max-delay path: cells and delay by family]
| kind | cells | cell delay (ns) |
|---|---|---|
| buffers and inverters | 4 | 0.47 |
| muxes | 1 | 0.30 |
[repair_timing]
action	CTS	global route
setup buffers	14	0
setup endpoints to repair	32	32
gates resized	170	23
cloned	1	0
[cell usage in the layout, fill, tap and decap left out, drive strengths merged]
master	Yosys	routed
dlygate4sd2	0	40
mux2	32	32
buf	4	50
clkdlybuf4s50	0	10
dlymetal6s2s	0	14
[routing by layer]
layer,up-vias,GRT usage
met4,0,0
met2,51,0.143
met5,-,0
met3,0,0.0307
met1,317,0.0897
li1,362,-
[final cells by class]
class	count	share of cell area
tap	46	0.0339
multi-input combinational	32	0.283
timing repair buffer	114	0.683
Power is estimated from default activity; no workload was simulated.
